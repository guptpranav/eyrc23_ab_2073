--- flow/design.v ---
module t1c_pulse_gen_detect (
    input clk_50M, reset, echo_rx,
    output reg trigger, out,
    output reg [21:0] pulses,
    output reg [1:0] state
);
initial begin
    trigger = 0; out = 0; pulses = 0; state = 0;
end
parameter WARMUP = 0, TRIGGER = 1, MEASURE = 2, RESULT = 3;
reg [2:0] current_state = WARMUP;
reg [1:0] since_reset = 0;
reg [21:0] counter = 0;
always @(posedge clk_50M) begin
    state <= current_state;
	if (reset) begin
        trigger <= 0;
        out <= 0;
        counter <= 0;
        pulses <= 0;
		since_reset <= 0;
        current_state <= WARMUP;
    end else begin
		counter <= 0;
        case (current_state)
            WARMUP: begin
                if(!reset) begin
                    if (counter < 49-(since_reset>1 ? 1:since_reset)) begin
                        counter <= counter + 1;
                    end else begin
                        counter <= 0;
                        current_state <= TRIGGER;
						since_reset <= since_reset + 1;
                    end
                end else current_state <= WARMUP;
            end
            TRIGGER: begin
                if(!reset) begin
                    if (counter < 500) begin
                        trigger <= 1;
                        counter <= counter + 1;
                    end else begin
                        trigger <= 0;
                        counter <= 0;
						if (echo_rx) pulses <= pulses + 1;
                        current_state <= MEASURE;
                    end
                end else current_state <= WARMUP;
            end
            MEASURE: begin
                if(!reset) begin
                    if (counter < 49999) begin
                        counter <= counter + 1;
                        if (echo_rx) pulses <= pulses + 1;
                    end else begin
                        if (echo_rx) pulses <= pulses + 1;
						if (pulses == 29410) out <= 1;
                        counter <= 0;
                        current_state <= RESULT;
                    end
                end
                else current_state <= WARMUP;
            end
            RESULT: begin
                if(!reset) begin
                    if (pulses == 29410) out <= 1;
                    counter <= 0;
					pulses <= 0;
                end
                current_state <= WARMUP;
            end
        endcase
    end
end
endmodule
--- flow/run.sh ---
#!/bin/bash
# OpenROAD 26Q1-2900-gdf79404cd8, Yosys 0.63+post, stock flow scripts
make -C /OpenROAD-flow-scripts/flow DESIGN_CONFIG=/design/flow/config.mk WORK_HOME=/design/flow/orfs finish
--- flow/config.mk ---
export PLATFORM = sky130hd
export DESIGN_NAME = t1c_pulse_gen_detect
export DESIGN_NICKNAME = t1c_pulse_gen_detect
export VERILOG_FILES = /design/flow/design.v
export SDC_FILE = /design/flow/constraint.sdc
export NUM_CORES = 4
export LEC_CHECK = 1
export CORE_UTILIZATION = 30
--- flow/constraint.sdc ---
current_design t1c_pulse_gen_detect

set clk_period 3.5
set clk_io_pct 0.2

create_clock -name clk0 -period $clk_period [get_ports {clk_50M}]

set non_clock_inputs [all_inputs -no_clocks]
set_input_delay [expr $clk_period * $clk_io_pct] -clock clk0 $non_clock_inputs
set_output_delay [expr $clk_period * $clk_io_pct] -clock clk0 [all_outputs]
==> results_dict.tcl <==
# implementation run metrics
set metrics [dict create \
    run_status "finished clean" \
    track_usage_pct 13.17 \
    grt_max_degree 20 \
    tns_ns 0 \
    arrival_ns 2.62 \
    dp.cells 411 \
    fin_worst_skew_ns 0.007753 \
    period_needed_ns 2.383 \
    cp_cell_sequence "clkdlybuf4s50_1, o21a_1, and3_1, o211ai_2, or4_1, a21oi_1" \
    clk_latency_ns 0.31 \
    finalWorstSetupSlack_ns 1.117 \
    dpl_worst_slack_ns 0.8274 \
    place.gp.congestion 0.7730 \
    post-cts-setup-buffers 0 \
    wl_met2_mm 2.234 \
    ys.flops 52 \
    cpPeakStageDelay_ns 0.57 \
    finalMaxSlewViolations 0 \
    ctsLongestPathBuffers 2 \
    timing.slew.headroom_pct 45.59 \
    antenna_found_initial 1 \
    crit_required_ns 3.74 \
    ys_warn_count 1 \
    vias_per_cell 4.914 \
    dr.pass1.iters 4 \
    worstPathMaxFanout 13 \
    routedWlPerCell_um 12.76 \
    critPathSlowestCell "or4_1" \
    wl_met3_um 274 \
    hold_violations 0 \
    critPathLaunchType "input pin" \
    syn_inst 281 \
    grt_setup_unrepaired "no" \
    synth_seq_share_pct 41.58 \
    peakVddDrop_v 0.0002321 \
    drc 0 \
    r2r-start "counter[12]" \
    critPathKind "in2reg" \
    root_buffer "clkbuf_8" \
    num_rows 32 \
    dieArea_um2 8715 \
    drt_iter0_drc 105 \
    path_clk_slew_ns 0.10 \
    worst_hold_path_type "reg2reg" \
    totalWireLength_mm 5.359 \
    grt_pass1_wl_mm 9.011 \
    cts_tree "yes" \
    drtAntennaViolNets 0 \
    timing.fmax_mhz 419.6 \
    fp_util_pct 31.74 \
    cap_violations 0 \
    wl_met1_mm 2.782 \
    endpoint_kind "flip-flop" \
    grt_pass1_vias 1830 \
    htreeDepth 2 \
    holdBufCountCts 0 \
    fp.dieH_um 93.36 \
    areaGrowthSynthToFinish_pct 20.79 \
    synth_area_um2 2504 \
    ys_types 42 \
    cts.sinks 52 \
    fillers 781 \
    fin_crit_sh_pct 68.10 \
    min_from "current_state[1]" \
    fp.coreArea_um2 7888 \
    drive_gt1_share_pct 6.309 \
    finalSetupViolCount 0 \
    final_cells 420 \
    tightest_slew_ns 0.8161 \
    overflow 0 \
    ys_area_um2 2504 \
    ys_cells 281 \
    cts_buffers 5 \
    whs_ns 0.4563 \
    warnings 31 \
    dp_hpwl_mm 3.806 \
    cts_resized 0 \
    routed.top_layer "met4" \
    avgSynthCellArea_um2 8.910 \
    port_buffers 28 \
    fin_util_pct 38.34 \
    cp-startpoint "echo_rx" \
    die_w_um 93.36 \
    p_leak_nw 0.9582 \
    ios 29 \
    power_density_nw_per_um2 437.5 \
    vias 2064 \
]
## per-layer routing
layer | global-route usage (%) | up-vias
li1 | - | 1091
met1 | 21.46 | 934
met2 | 18.57 | 34
met3 | 2.812 | 5
met4 | 1.538 | 0
met5 | 0 | -
## synth_stat cells (all sizes together)
| cell | instances | share of area (%) |
|---|---|---|
| o21ai | 13 | 2.9 |
| a21oi | 23 | 4.6 |
| clkbuf | 1 | 0.15 |
| nand3 | 13 | 3.1 |
| buf | 4 | 1.0 |
| or3 | 10 | 2.5 |
| nand4 | 8 | 2.2 |
| o2111ai | 2 | 0.70 |
| o211ai | 4 | 1.6 |
| nor2b | 1 | 0.25 |
| o21a | 2 | 0.60 |
| a211oi | 2 | 0.60 |
| nand4b | 1 | 0.35 |
| o221a | 1 | 0.45 |
| nand2 | 15 | 2.2 |
| inv | 16 | 2.4 |
| dfxtp | 52 | 42 |
| and2 | 2 | 0.50 |
| or4 | 10 | 3.0 |
| xor2 | 9 | 3.1 |
| o2111a | 1 | 0.45 |
| ha | 11 | 5.5 |
| nor4 | 5 | 1.7 |
| nand3b | 1 | 0.30 |
| mux2i | 1 | 0.40 |
| conb | 1 | 0.15 |
| clkinv | 1 | 0.15 |
| o31ai | 11 | 4.4 |
| and3 | 3 | 0.75 |
| or4b | 1 | 0.40 |
| a2111oi | 1 | 1.1 |
| nor2 | 36 | 5.4 |
| nor3 | 9 | 1.8 |
| xnor2 | 9 | 3.1 |
| nor4b | 1 | 0.35 |
## logic make-up (layout without fill, tap and decap cells)
family,count (synthesis),in the layout,share of synthesized area [%]
AND/OR/NAND/NOR,116,116,24.94
flip-flops,52,52,41.58
buffers and inverters,22,53,3.748
AND-OR/OR-AND,60,60,17.39
adder cells (fa/ha/maj),11,11,5.497
other,1,7,0.1498
multiplexers,1,1,0.3998
XOR/XNOR,18,18,6.297
## worst paths after layout
| path | to | slack, ns | depth (start not counted) |
|---|---|---|---|
| hold reg to reg | state[1] | 0.46 | 0 |
| hold / removal | state[1] | 0.46 | 0 |
| setup reg to reg | pulses[5] | 1.16 | 5 |
| setup / recovery | pulses[21] | 1.12 | 6 |
## registers in the layout (all words and copies together), names as in the netlist
signal and cells:
counter 22, current_state 2, out 1, pulses 22, since_reset 2, state 2, trigger 1
## worst max-delay path: cells and delay by family
family                 cells  cell delay, ns
buffers and inverters      1            0.54
AND-OR/OR-AND              3            0.59
AND/OR/NAND/NOR            2            0.79
## metrics by stage
stage / instance area [µm²] / power [mW]
floorplan: 2522 / 0.8323
global placement: 2900 / 0.8987
detailed placement: 2900 / 0.9021
CTS: 3022 / 1.343
global route: 3022 / 1.406
finish: 3024 / 1.323
## cell type report
type,count,area (µm²),share of cell area [%]
multi-input combinational,212,1388,45.88
tap,102,127.6,4.220
clock inverter,2,38.79,1.283
timing repair buffer,28,280.3,9.268
sequential,52,1041,34.42
inverter,17,63.81,2.110
antenna,1,2.502,0.08275
clock buffer,6,82.58,2.731
## power breakdown
group	switching (mW)	leakage [nW]	total [mW]	internal [mW]
clock	0.201	0.0614	0.435	0.234
combinational	0.140	0.474	0.231	0.0907
sequential	0.0317	0.423	0.657	0.626
## placed cells by master (no fill, tap or decap), types with 3 or more instances in the layout
cell	n
xor2_1	9
or3_1	10
nor2_1	36
nand3_1	12
o21ai_0	11
clkbuf_8	6
dfxtp_1	52
nor3_1	9
nand4_1	7
conb_1	6
or4_1	10
inv_1	16
a21oi_1	23
nand2_1	15
ha_1	11
xnor2_1	9
o31ai_1	9
and3_1	3
clkdlybuf4s50_1	28
nor4_1	3
Power figures rest on the tool's default switching activity, not on a simulated workload.
